**/design/flow/config.mk**
```make
export PLATFORM = sky130hd
export DESIGN_NAME = ALU
export DESIGN_NICKNAME = ALU
export VERILOG_FILES = /design/flow/design.v
export SDC_FILE = /design/flow/constraint.sdc
export NUM_CORES = 4
export LEC_CHECK = 1
export CORE_UTILIZATION = 40
```
**/design/flow/constraint.sdc**
```tcl
current_design ALU

set clk_period 16.9
set clk_io_pct 0.2

create_clock -name clk0 -period $clk_period

set non_clock_inputs [all_inputs -no_clocks]
set_input_delay [expr $clk_period * $clk_io_pct] -clock clk0 $non_clock_inputs
set_output_delay [expr $clk_period * $clk_io_pct] -clock clk0 [all_outputs]
```
**/design/flow/design.v**
```verilog
module ALU ( a, b, sel, out);
    input [31:0] a;
    input [31:0] b;
    input [2:0] sel;
    output reg [31:0] out;
    wire [31:0] bornotb, sum;
    wire less;
    assign bornotb = sel[2] ? ~b : b;
    assign sum = a + bornotb + sel[2];
    always @ (a or b or sel)
    begin
        case (sel[1:0])
            2'b00 : out = a & bornotb;
            2'b01 : out = a | bornotb;
            2'b10 : out = sum;
            2'b11 : out = {31'b0, less};
            default : out = 32'b0;
        endcase
    end
endmodule
```
**/design/flow/run.sh**
```bash
#!/bin/bash
# OpenROAD 26Q1-2900-gdf79404cd8, Yosys 0.63+post, stock flow scripts
make -C /OpenROAD-flow-scripts/flow DESIGN_CONFIG=/design/flow/config.mk WORK_HOME=/design/flow/orfs finish
```
==> deck_impl_summary.md <==
Run Summary

Floorplanning
  • Fp util: 0.4118
  • Die y size: 91.19 um
  • # rows: 32
  • Die area: 8316 um2
  • Die Wd: 91.19 um
  • Core area: 7727 um2
  • Ports: 99

Setup path
  • CP Capture Point: out[28]
  • CP Capture Type: output port
  • WP data arrival: 6.98 ns
  • Startpoint Class: input port
  • Crit path from: sel[2]
  • Crit Path Category: in -> out
  • Critical path required time: 13.52 ns
  • CP Max Fanout: 34

Detailed routing
  • WL per Instance: 12.44 um
  • Initial DRC Count: 134
  • DRC errors left: 0
  • Routed Antenna Nets: 0
  • Diodes inserted: 0
  • Routed vias: 3238
  • WL final: 7985 um
  • Vias per cell: 5.044
  • First-pass DRT Iterations: 4

Synthesis
  • Cell Area, Synth: 3182 um2
  • Yosys Instances: 456
  • Yosys stat chip area: 3182 um2
  • Unique cell types: 44
  • Syn Inst Count: 456
  • Synth warnings: 2
  • Synth Seq Share: 0
  • Avg Inst Size Synth: 6.978 um2

Power
  • PD cells: 42.63 nW/um2
  • Worst IR drop on VDD: 16.42 uV
  • Leakage: 0.002120 uW

Placed design
  • Number of instances in the placed design: 642
  • Place WS: 6.498 ns
  • Placer's final routability congestion estimate: 0.8620
  • DP Wirelength: 6326 um
  • IO Port Bufs: 99

Final layout
  • Final Non-Filler Cells: 642
  • Register Area: 0 um2
  • Final core utilization: 0.5497
  • FILL cells: 760
  • Clock Buffer Count: 0
  • Seq_cells: 0
  • Layout cells sized above 1: 0.02778
  • P&R area growth vs syn: 33.50%

Final timing
  • Final setup fails: 0
  • Setup TNS: 0 ns
  • PnR worst setup slack: 6.539 ns
  • Worst-Margin Slew: 0.5446 ns
  • Tmin final: 10.36 ns
  • RSZ-0062 raised after global routing: false
  • Highest Clock Rate: 96.51 MHz
  • Fin. max-slew vios: 0
  • Max_slew headroom: 0.6370
  • Final Hold Violating Endpoints: 0
  • Crit share post-route: 0.6131

Global routing
  • Global route overflow: 0
  • Total Routing Usage GR: 0.1979
  • Largest net degree at the start of global routing: 39
  • Vias in the first global route: 2959
  • First-pass GRT wire length: 13810 um
  • Initial antenna violation count: 0

Run
  • OpenROAD warning count: 64
  • MaxCap Viol Count: 0

Clock tree
  • Setup bufs post-CTS: 0
  • Post-CTS sizing: 0
  • Cts hold-fix bufs: 0

Hold path
  • Worst Hold Class: in -> out

Outcome
  • Run status: complete, no violations
layout make-up:
type | instances | area, um2 | share of cell area
Timing Repair Buffer | 103 | 1011 | 0.2380
Inverter | 77 | 289.0 | 0.06804
Multi-Input combinational cell | 360 | 2820 | 0.6639
Tap cell | 102 | 127.6 | 0.03004
synthesized netlist by cell type (4+ instances only):
| cell type | n | share of area |
|---|---|---|
| o22ai_1 | 22 | 0.043 |
| nor3_1 | 5 | 0.0079 |
| o21bai_1 | 7 | 0.017 |
| buf_1 | 4 | 0.0047 |
| nand3_1 | 8 | 0.013 |
| and3_1 | 6 | 0.012 |
| o21ai_0 | 20 | 0.031 |
| ha_1 | 64 | 0.25 |
| inv_1 | 77 | 0.091 |
| mux2i_1 | 21 | 0.066 |
| clkbuf_1 | 14 | 0.017 |
| nand4_1 | 4 | 0.0079 |
| a21oi_1 | 31 | 0.049 |
| o21ai_1 | 9 | 0.014 |
| xor2_1 | 39 | 0.11 |
| nor2_1 | 21 | 0.025 |
| a21o_1 | 15 | 0.035 |
| xnor2_1 | 24 | 0.066 |
| nand2_1 | 25 | 0.029 |
| nand2b_1 | 4 | 0.0079 |
cells in the final DEF (no fill, tap or decap), drive strengths merged, types with 3 or more instances in the layout:
| master | Yosys | routed |
|---|---|---|
| a211oi | 3 | 3 |
| a21o | 15 | 15 |
| a21oi | 32 | 32 |
| a31oi | 3 | 3 |
| and3 | 6 | 6 |
| buf | 5 | 6 |
| clkdlybuf4s50 | 0 | 97 |
| ha | 64 | 64 |
| inv | 77 | 77 |
| mux2i | 21 | 21 |
| nand2 | 25 | 25 |
| nand2b | 4 | 4 |
| nand3 | 8 | 8 |
| nand4 | 4 | 4 |
| nor2 | 21 | 21 |
| nor2b | 3 | 3 |
| nor3 | 5 | 5 |
| o21ai | 29 | 29 |
| o21bai | 7 | 7 |
| o22ai | 22 | 22 |
| o31ai | 3 | 3 |
| xnor2 | 24 | 24 |
| xor2 | 39 | 39 |
stage by stage:
step / instance area [um2] / hold WS, ns / total power, uW
6_report: 4248 / 7.804 / 181.1
4_1_cts: 4248 / 7.823 / 182.1
3_3_place_gp: 4248 / 7.806 / 180.3
3_5_place_dp: 4248 / 7.819 / 180.8
2_1_floorplan: 3182 / 6.961 / 117.9
5_1_grt: 4248 / 7.865 / 204.0
how the worst min path moves through the flow:
| stage | start | end | slack, ns | cells after the start |
|---|---|---|---|---|
| CTS | sel[1] | out[21] | 7.82 | 5 |
| global route | sel[1] | out[20] | 7.87 | 4 |
| finish | sel[1] | out[21] | 7.80 | 5 |
metal layers:
layer	routed length [um]	global-route usage	vias up
li1	-	-	1725
met5	0	0	-
met4	0	0	0
met2	3312	0.3169	71
met3	344	0.009354	0
met1	4328	0.3118	1442
where the power goes:
| group | internal (uW) | switching [uW] |
|---|---|---|
| sequential | 0 | 0 |
| combinational | 94.1 | 87.0 |
| clock | 0 | 0 |
| total | 94.1 | 87.0 |
cells by family after synthesis:
| group | Yosys count | synth area share |
|---|---|---|
| compound gates | 129 | 0.2639 |
| xor+xnor | 63 | 0.1734 |
| fa+ha+maj | 65 | 0.2580 |
| buf+inv | 96 | 0.1136 |
| mux | 22 | 0.06960 |
| simple gates | 81 | 0.1215 |
critical path, cell delays in order:
cell and delay (ns):
buf_2 0.08, buf_4 0.45, xor2_1 0.23, inv_1 0.06
ha_1 0.38, and4_1 0.26, nand2_1 0.11, o21ai_1 0.18
a41oi_1 0.19, a221oi_2 0.33, nand3_1 0.18, o31ai_1 0.37
xnor2_1 0.11, o22ai_1 0.14, clkdlybuf4s50_1 0.49
Power and IR drop assume default switching activity.
